===== ./config.mk =====
export PLATFORM = sky130hd
export DESIGN_NAME = button_debouncer_array
export DESIGN_NICKNAME = button_debouncer_array
export VERILOG_FILES = /design/flow/design.v
export SDC_FILE = /design/flow/constraint.sdc
export NUM_CORES = 4
export LEC_CHECK = 1
export CORE_UTILIZATION = 50

===== ./constraint.sdc =====
current_design button_debouncer_array

set clk_period 5.5
set clk_io_pct 0.2

create_clock -name clk0 -period $clk_period [get_ports {clk}]

set non_clock_inputs [all_inputs -no_clocks]
set_input_delay [expr $clk_period * $clk_io_pct] -clock clk0 $non_clock_inputs
set_output_delay [expr $clk_period * $clk_io_pct] -clock clk0 [all_outputs]

===== ./design.v =====
`timescale 1ns / 1ps
module debouncer (
    input  wire clk,
    input  wire btn_in,
    output reg  btn_out
);
    localparam integer DEBOUNCE_COUNT = 5_000_000 - 1;
    reg btn_ff = 0;
    reg [24:0] count = 0;
    reg btn_sync = 0;
    always @(posedge clk) begin
        btn_sync <= btn_in;
    end
    always @(posedge clk) begin
        btn_out <= 0;   
        if (!btn_ff && btn_sync) begin
            btn_out <= 1;     
            btn_ff <= 1;      
            count <= 0;       
        end
        else if (btn_ff) begin
            if (btn_sync) begin
                count <= count;
            end 
            else begin
                if (count < DEBOUNCE_COUNT)
                    count <= count + 1;
                else
                    btn_ff <= 0;  
            end
        end
    end
endmodule
module button_debouncer_array (
    input wire clk,
    input wire [4:0] btn,
    output wire [4:0] btn_debounced 
);
    debouncer debouncer_inst_0 (
        .clk      (clk),
        .btn_in   (btn[0]),
        .btn_out  (btn_debounced[0])
    );
    debouncer debouncer_inst_1 (
        .clk      (clk),
        .btn_in   (btn[1]),
        .btn_out  (btn_debounced[1])
    );
    debouncer debouncer_inst_2 (
        .clk      (clk),
        .btn_in   (btn[2]),
        .btn_out  (btn_debounced[2])
    );
    debouncer debouncer_inst_3 (
        .clk      (clk),
        .btn_in   (btn[3]),
        .btn_out  (btn_debounced[3])
    );
    debouncer debouncer_inst_4 (
        .clk      (clk),
        .btn_in   (btn[4]),
        .btn_out  (btn_debounced[4])
    );
endmodule

===== ./run.sh =====
#!/bin/bash
# OpenROAD 26Q1-2900-gdf79404cd8, Yosys 0.63+post, stock flow scripts
make -C /OpenROAD-flow-scripts/flow DESIGN_CONFIG=/design/flow/config.mk WORK_HOME=/design/flow/orfs finish

==> impl_metrics.csv <==
group,metric,value,unit
outcome,status,"completed",
route,drt-total-wl,12800,um
cts,path_clk_slew,0.06,ns
route,antennaDiodeCount,0,
cts,cts_buffers,17,
critical_path,crit_fanout,22,
cts,cts.sinks,140,
final_timing,hold_violations,0,
synthesis,top_area_frac,0.430,
synthesis,ys_seq_frac,0.430,
final_layout,layout_top_cells_excl_fill_tap,"dfxtp_1 (140), nor2_1 (86), nand3_1 (61)",
final_timing,worst_pin_slew,0.873,ns
pwr,p_per_area,353,nW/um2
route,drc,0,
synthesis,synth.area.top_cells,"dfxtp_1 (43%), nor2_1 (5.0%), nand3_1 (4.7%), xor2_1 (4.0%), nand2_1 (3.3%)",
final_timing,skew,0.00522,ns
hold_path,hold_end,"debouncer_inst_0.count[23]",
cts,ctsLongestPathBuffers,2,
final_layout,syn2layout_area_growth,12.6,%
synthesis,syn_inst,775,
critical_path,critPathLaunchType,"flop",
route,wl_per_cell,13.3,um
route,firstDrtPassIters,5,
final_timing,max_clock_freq,369,MHz
critical_path,r2r_start,"debouncer_inst_3.count[11]",
synthesis,synth-async-reset-ratio,0,
final_layout,seqCellArea,2800,um2
grt,grt_pass1_wl,22000,um
hold_path,worstHoldStart,"debouncer_inst_0.count[23]",
route,vias,5434,
final_timing,fin_tns_setup,0,ns
synthesis,yosys_warnings,1,
synthesis,edf_count,0,
final_layout,instances_no_fill,961,
grt,grt_use_total,0.205,
pwr,peakVddDrop,270,uV
critical_path,rr_worst_depth,6,
synthesis,yosysChipArea,6520,um2
route,antenna_left,0,
critical_path,slowest_delay,0.66,ns
final_timing,period_needed,2.71,ns
final_timing,drv_slew,0,
floorplan,chipArea,13500,um2
placed_design,gp_congestion,0.852,
critical_path,path_class,"flop to flop",
placed_design,pre_cts_ws,2.88,ns
pwr,power_frac_clock,0.463,
final_timing,finalSetupViolCount,0,
floorplan,rows,41,
pwr,p_int,1.98,mW
pwr,power_switching,0.613,mW
route,drt-initial-drc-count,409,
hold_path,hold_class,"flop to flop",
critical_path,cp_cell_sequence,"a211o_1 -> a211oi_1 -> a2bb2oi_1 -> nand3_1 -> or4_1 -> a21oi_1",
floorplan,die_w,116,um
synthesis,dominantRegCellSynth,"dfxtp_1",
pwr,swShare,0.237,
final_timing,max_slew_margin,0.413,
synthesis,numSynthFlops,140,
grt,grt_start_max_net_pins,23,
critical_path,cp.arrival,3.05,ns
pwr,seqPwrFrac,0.468,
grt,antenna_found_initial,0,
critical_path,critPathRequiredTime,5.84,ns
final_layout,nFillCells,1092,
critical_path,slowest_stage,"or4_1",
job,maxCapViolations,0,
synthesis,synth_area,6520,um2
floorplan,initCoreUtil,0.514,
pwr,p_leak,2.80,nW
final_layout,drive_gt1_frac,0.0596,
hold_path,whs_path_depth,1,
floorplan,die_h,116,um
placed_design,dp_cells,929,
synthesis,top_area_cell,"dfxtp_1",
final_timing,fin_crit_sh,0.493,
pwr,share_comb_of_total_power,0.069,
synthesis,yosys.cell_types.count,57,
placed_design,portBuffers,10,
grt,grt_pass1_vias,4803,
cts,cts_resized,0,
final_layout,layout_top_cell,"dfxtp_1",
cts,cts_tree,"yes",
critical_path,r2r_slack,2.79,ns
cts,cts_hold_buf,0,
cts,worstSkewPairLatency,0.41,ns
cts,post-cts-setup-buffers,0,
final_layout,mi_logic_area,3490,um2
cts,cts-root-buf,"clkbuf_16",
final_timing,rsz0062_at_grt,"no",
job,warnings,25,
floorplan,core_region_area,12700,um2
floorplan,pin_count,11,
final_timing,finalWorstSetupSlack,2.79,ns
synthesis,syn_avg_cell_area,8.41,um2
cts,htree_levels,4,
grt,gr-total-overflow,0,
critical_path,r2r_end,"debouncer_inst_3.count[9]",
placed_design,hpwl,8430,um
critical_path,cp-end-kind,"flop",
synthesis,yosys_cells,775,
route,vias_per_cell,5.65,
==> worst max path at each step <==
stage | start | endpoint | depth (start not counted)
4_1_cts | debouncer_inst_3.count[11] | debouncer_inst_3.count[9] | 6
5_1_grt | debouncer_inst_3.count[11] | debouncer_inst_3.count[9] | 6
6_report | debouncer_inst_3.count[11] | debouncer_inst_3.count[9] | 6
==> state kept, by name, summed over array words and instances, names as in the netlist, 25 cells and up <==
name	cells
debouncer_inst_0.count	25
debouncer_inst_1.count	25
debouncer_inst_2.count	25
debouncer_inst_3.count	25
debouncer_inst_4.count	25
==> critical path, delay by kind of cell, from the launching register on <==
family	cells	cell delay [ns]
compound gates	4	1.08
flops	1	0.36
simple gates	2	1.20
==> area by class of cell <==
| class | instances | area share |
|---|---|---|
| clock buffers | 20 | 0.0622 |
| clock inverters | 12 | 0.0230 |
| inverters | 22 | 0.0113 |
| multi-input cells | 582 | 0.475 |
| flip-flops and latches | 140 | 0.382 |
| well taps | 172 | 0.0293 |
| repair buffers | 13 | 0.0167 |
==> power by group through the flow <==
stage	registers, mW	clock network [mW]	logic (mW)
final	1.21	1.20	0.178
after global routing	1.23	1.27	0.206
after CTS	1.21	1.22	0.179
==> cell usage after synthesis, drive strengths merged, types with 18 or more instances <==
cell type and number:
xnor2 23, nor4 22, inv 20, xor2 30, clkbuf 22, nor2 86
or3 24, nand4 34, nand2 57, nand3 61, o21ai 38, a21oi 33
nor3 18, and3 21, dfxtp 140
==> metrics by stage <==
| stage | utilization | area [um2] | power (mW) | hold slack, ns |
|---|---|---|---|---|
| 2_1_floorplan | - | 6520 | 1.36 | 0.431 |
| 3_3_place_gp | 0.530 | 6710 | 1.40 | 0.444 |
| 3_5_place_dp | 0.530 | 6710 | 1.41 | 0.445 |
| 4_1_cts | 0.579 | 7340 | 2.61 | 0.461 |
| 5_1_grt | 0.579 | 7340 | 2.70 | 0.474 |
| 6_report | 0.579 | 7340 | 2.59 | 0.456 |
==> kinds of logic (layout without fill, tap and decap cells) <==
family	Yosys count	in the layout	share of synthesized area
compound gates	130	130	0.132
fa+ha+maj	5	5	0.00960
mux	9	9	0.0142
flops	140	140	0.430
simple gates	385	385	0.309
xor+xnor	53	53	0.0712
buf+inv	53	67	0.0347
==> metal layers <==
metal,track usage,vias to the layer above,wire [um]
met5,0,-,0
met4,0.0256,0,144
met3,0.0381,11,455
met2,0.312,97,5510
met1,0.324,2500,6660
li1,-,2826,-
No activity file was given, so power comes from the tool's default toggle rates.
